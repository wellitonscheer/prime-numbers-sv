==> flow/design.v <==
module button
(
    input  logic clk,
    input  logic rst_n,
    input  logic btn_ni,
    output logic pressed_o
);
    logic btn_nr;
    always_ff @(posedge clk or negedge rst_n) begin
        if (!rst_n)
            btn_nr <= 1'b1;
        else
            btn_nr <= btn_ni;
    end
    logic btn_nr2;
    always_ff @(posedge clk or negedge rst_n) begin
        if (!rst_n)
            btn_nr2 <= 1'b1;
        else
            btn_nr2 <= btn_nr;
    end
    logic btn;
    assign btn = !btn_nr2;
    logic [21:0] counter;    
    logic btn_deb;
    always_ff @(posedge clk or negedge rst_n) begin
        if (!rst_n)
            btn_deb <= 1'b0;
        else if (counter == '0)
            btn_deb <= btn;
    end
    always_ff @(posedge clk or negedge rst_n) begin
        if (!rst_n) begin
            counter <= '0;
        end
        else begin
            if (counter != '0)
                counter <= counter - 1'b1;
            else if (btn_deb != btn)
                counter <= '1;
        end
    end
    logic btn_deb_r;
    always_ff @(posedge clk or negedge rst_n) begin
        if (!rst_n)
            btn_deb_r <= 1'b0;
        else
            btn_deb_r <= btn_deb;
    end
    always_ff @(posedge clk or negedge rst_n) begin
        if (!rst_n)
            pressed_o <= 1'b0;
        else
            pressed_o <= btn_deb && !btn_deb_r;
    end
endmodule
module rz
(
    input  logic clk,
    input  logic rst_n,
    input  logic btn_ni,
    output logic led_no
);
    logic pressed;
    button btn_m (
        .clk(clk),  
        .rst_n(rst_n),
        .btn_ni(btn_ni),
        .pressed_o(pressed)
    );
    logic q;
    toggler tgl (
        .clk(clk),
        .rst_n(rst_n),
        .toggle_i(pressed),
        .q_o(q)
    );
    assign led_no = ~q;
endmodule
module toggler
(
    input  logic clk,
    input  logic rst_n,
    input  logic toggle_i,
    output logic q_o
);
    always_ff @(posedge clk or negedge rst_n) begin
        if (!rst_n)
            q_o <= 1'b0;
        else if (toggle_i)
            q_o <= !q_o;
    end
endmodule
==> flow/run.sh <==
#!/bin/bash
# OpenROAD 26Q1-2900-gdf79404cd8, Yosys 0.63+post, stock flow scripts
make -C /OpenROAD-flow-scripts/flow DESIGN_CONFIG=/design/flow/config.mk WORK_HOME=/design/flow/orfs finish
==> flow/config.mk <==
export PLATFORM = sky130hd
export DESIGN_NAME = rz
export DESIGN_NICKNAME = rz
export VERILOG_FILES = /design/flow/design.v
export SDC_FILE = /design/flow/constraint.sdc
export NUM_CORES = 4
export LEC_CHECK = 1
export CORE_AREA = 10 10 94 94
export DIE_AREA = 0 0 104 104
==> flow/constraint.sdc <==
current_design rz

set clk_period 10.8
set clk_io_pct 0.2

create_clock -name clk0 -period $clk_period [get_ports {clk}]

set non_clock_inputs [all_inputs -no_clocks]
set_input_delay [expr $clk_period * $clk_io_pct] -clock clk0 $non_clock_inputs
set_output_delay [expr $clk_period * $clk_io_pct] -clock clk0 [all_outputs]
==> flow_summary.toml <==
# yosys + openroad results
[outcome]
outcome = "finished, final reports clean"

[yosys]
synthTopCellsByArea = "dfrtp_1 (46%), dfstp_2 (3.7%), mux2i_1 (3.5%)"
top_area_cell = "dfrtp_1"
synth.avg_cell_area_um2 = 10.3
ys_area_mm2 = 0.00142
ys.flops = 28
postSynthSeqShare_pct = 49.7
most_common_cell = "dfrtp_1"
edf_count = 0
netlist.area_leader.share_pct = 46.0
flop_cell = "dfrtp_1"
syn_inst = 137
synth_cell_type_count = 38
synthesis.area_mm2 = 0.00142
async_flop_share_pct = 100
yosysWarnings = 2
ys_cells = 137
yosys-top-cells-count = "dfrtp_1 (26), nor3_1 (10), nand2_1 (9), nor2_1 (9), o21ai_0 (7)"

[critical_path]
path_buffers = 2
crit_type = "flip-flop to primary output"
critPathTopFamily = "buffers and inverters"
cp-end-kind = "primary output"
cp-start-kind = "flip-flop"
rrSetupSlack_ps = 8260
r2r_start = "btn_m.counter[17]$_DFFE_PN0P_"
worst-endpoint-required_ps = 8640
cp_max_fo = 2
crit_arrival_ps = 1170
worstRegToRegCells = 6
worstReg2RegEnd = "btn_m.counter[20]$_DFFE_PN0P_"
max_stage_delay_ps = 450
crit_path_top_delay_cell = "clkdlybuf4s50_1"
path_cells = "inv_1 > clkdlybuf4s50_1"

[global_routing]
grt_max_degree = 29
grt_pass1_vias = 889
overflow = 0
grt_pass1_wl_um = 4400
grt.total_usage_pct = 4.66
antenna_found_initial = 0

[route]
route.met2.wl_um = 1050
drt_wl_total_um = 2520
dr.pass1.iters = 4
vias = 1027
drc = 0
insertedDiodeCount = 0
drtIter0Drc = 126
wl_met3_um = 93
viasPerCell = 4.32
top_layer_used = "met3"
wl_met1_um = 1380
ant_nets = 0
wl_per_cell_um = 10.6

[cts]
clk_latency_ps = 270
cts_buffer_depth = 2
cts_root_buffer = "clkbuf_8"
h-tree-depth = 1
cts_inserted_buffers = 3
post_cts_resize_count = 0
cts_tree = "yes"
clock_sinks = 28
cts_setup_buffers = 0
cts_hold_buffers = 0
clkTransAtPathRegs_ps = 80

[timing]
slew-limit-headroom_pct = 47.9
max_clock_freq_mhz = 300
fin_skew_ps = 2.96
drv_slew = 0
finalSetupTns_ps = 0
whs_ps = 359
worst_pin_slew_ps = 776
finalSetupViolCount = 0
min_period_ps = 3330
hold_viol = 0
finalCritPeriodShare_pct = 30.8
rsz0062_at_grt = "no"

[flow_run]
cap_violations = 0
warnings = 26

[hold_path]
hold_depth = 0
hold_class = "flip-flop to flip-flop"
min-delay-start = "btn_m.btn_nr$_DFF_PN1_"
hold_end = "btn_m.btn_nr2$_DFF_PN1_"

[power_and_ir_drop]
irDropWorstVdd_mv = 0.0896
p_seq_share_pct = 64.1
powerDensity_mw_per_mm2 = 102
p_comb_share_pct = 2.1
p_int_uw = 133
clockPowerShare_pct = 33.8
swShare_pct = 19.3
power.switching_uw = 31.9
leakage_uw = 0.000503

[floorplanning]
die_area_mm2 = 0.0108
num_io_pins = 4
floorplan.core_util_pct = 20.7
fp.dieW_um = 104
core_mm2 = 0.00683
rows = 30
dieHeight_um = 104

[place]
dp_hpwl_um = 1760
portBuffers = 3
gp_congestion = 0.807

[cells_and_area]
drive_above_1_share_pct = 14.1
area_delta_synth_final_pct = 14.1
-- power groups by stage --
stage	clock (µW)	sequential, µW	combinational [µW]
after global routing	62.8	106	4.01
after CTS	58.5	106	3.68
final	55.6	106	3.45
-- worst reg2reg max path, delay by kind of cell (launching register included) --
kind / cells / cell delay [ps]
compound gates: 1 / 60
buf+inv: 1 / 330
flops: 1 / 420
mux: 1 / 280
simple gates: 3 / 1350
-- metal layers --
layer  vias to the layer above  track usage [%]
met2                        19             6.17
met3                         0             1.13
met4                         0            0.298
met5                         -                0
met1                       492             7.62
li1                        516                -
-- logic make-up after synthesis --
group	Yosys count	synth area share, %
AND-OR/OR-AND	34	16.4
XOR/XNOR	6	3.71
adder cells (fa/ha/maj)	2	1.77
buffers and inverters	8	2.56
flip-flops	28	49.7
multiplexers	6	4.33
AND/OR/NAND/NOR	53	21.6
-- final cells by class --
type / instances / area (µm²)
fillers: 758 / 5220
flip-flops and latches: 28 / 703
multi-input cells: 101 / 682
well taps: 96 / 120
repair buffers: 6 / 52.6
clock buffers: 4 / 45.0
inverters: 3 / 11.3
-- flip-flops by register name, indices dropped and copies added (netlist names) --
register,flops
btn_m.btn_deb,1
btn_m.btn_deb_r,1
btn_m.btn_nr,1
btn_m.btn_nr2,1
btn_m.counter,22
btn_m.pressed_o,1
tgl.q_o,1
-- metrics by stage --
step | worst slack [ps] | cells | instance area (µm²) | util [%] | power [µW]
3_3_place_gp | 7760 | 234 | 1570 | 23.0 | 111
2_1_floorplan | 8250 | 137 | 1420 | - | 108
5_1_grt | 7400 | 238 | 1610 | 23.6 | 173
3_5_place_dp | 7760 | 234 | 1570 | 23.0 | 111
4_1_cts | 7440 | 238 | 1610 | 23.6 | 168
6_report | 7470 | 238 | 1610 | 23.6 | 165
-- worst max-delay path by stage --
stage / startpoint / to / slack, ps / depth (start not counted)
finish: tgl.q_o$_DFFE_PN0P_ / led_no / 7470 / 2
global route: tgl.q_o$_DFFE_PN0P_ / led_no / 7400 / 2
CTS: tgl.q_o$_DFFE_PN0P_ / led_no / 7440 / 2
-- placed cells by master (no fill, tap or decap), types with 4 or more instances in the layout --
cell type and count:
dfrtp_1 26, nor2_1 9, xnor2_1 4, nand2_1 9
o31ai_1 6, mux2i_1 5, or3_1 4, nor3_1 10
o21ai_0 7, a21oi_1 6
Power and IR drop assume default switching activity.
